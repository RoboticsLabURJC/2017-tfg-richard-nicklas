**./constraint.sdc**
```tcl
current_design color_proc

set clk_period 9.1
set clk_io_pct 0.2

create_clock -name clk0 -period $clk_period [get_ports {clk}]

set non_clock_inputs [all_inputs -no_clocks]
set_input_delay [expr $clk_period * $clk_io_pct] -clock clk0 $non_clock_inputs
set_output_delay [expr $clk_period * $clk_io_pct] -clock clk0 [all_outputs]
```
**./config.mk**
```make
export PLATFORM = sky130hd
export DESIGN_NAME = color_proc
export DESIGN_NICKNAME = color_proc
export VERILOG_FILES = /design/flow/design.v
export SDC_FILE = /design/flow/constraint.sdc
export NUM_CORES = 4
export LEC_CHECK = 1
export CORE_UTILIZATION = 50
```
**./design.v**
```verilog
module color_proc
  # (parameter
      c_img_cols    = 80,  
      c_img_rows    = 60,  
      c_img_pxls    = c_img_cols * c_img_rows,
      c_nb_img_pxls =  13,   
    c_nb_buf_red   =  4,   
    c_nb_buf_green =  4,   
    c_nb_buf_blue  =  4,   
    c_nb_buf       =   c_nb_buf_red + c_nb_buf_green + c_nb_buf_blue,
    c_msb_blue  = c_nb_buf_blue-1,
    c_msb_red   = c_nb_buf-1,
    c_msb_green = c_msb_blue + c_nb_buf_green
  )
  (
    input          rst,        
    input          clk,        
    input  [2:0]   rgbfilter,  
    input  [c_nb_buf-1:0]      orig_pxl,   
    output [c_nb_img_pxls-1:0] orig_addr,  
    output reg                 proc_we,   
    output reg [c_nb_buf-1:0]  proc_pxl,  
    output [c_nb_img_pxls-1:0] proc_addr,  
    output [7:0] leds
  );
  reg [c_nb_img_pxls-1:0]  cnt_pxl;
  reg [c_nb_img_pxls-1:0]  cnt_pxl_proc;
  reg [7:0] r_leds;
  wire end_pxl_cnt;
  wire end_ln;
  wire tmpw;
  parameter  BLACK_PXL = {c_nb_img_pxls{1'b0}};
  reg [5:0] histograma [79:0];
  integer col;
  integer prev_high;
  integer i; 
  integer px_pos;
  integer tmp;
  always @ (posedge rst, posedge clk)
  begin
    if (rst) begin
      cnt_pxl <= 0;
      cnt_pxl_proc <= 0;
      proc_we <= 1'b0;    
    end
    else begin
      proc_we <= 1'b1;
      cnt_pxl_proc <= cnt_pxl;
      if (end_pxl_cnt ) begin
        cnt_pxl <= 0;
      end
      else
        cnt_pxl <= cnt_pxl + 1;
    end
  end
  assign end_pxl_cnt = (cnt_pxl == c_img_pxls-1) ? 1'b1 : 1'b0;
  assign orig_addr = cnt_pxl;
  assign proc_addr = cnt_pxl_proc;
  assign end_ln = (px_pos == c_img_cols-1)? 1'b1 : 1'b0;
always @ (posedge clk, posedge rst) 
  begin
    if (rst) begin   
      px_pos <=0;
    end 
    else if (end_ln) begin
      px_pos <= 0;
    end
    else begin
      px_pos <= px_pos +1;
    end 
end
always @ (posedge clk, posedge rst) 
begin
  if (rst) begin   
    r_leds <= 8'b00000000; 
  end
  else begin
    if (col < 9) begin
      r_leds <= 8'b10000000;
    end
    else if (col <19) begin
      r_leds <= 8'b01000000;
    end      
    else if (col <29) begin
      r_leds <= 8'b00100000;
    end
    else if (col <39) begin
      r_leds <= 8'b00010000;
    end      
    else if (col <49) begin
      r_leds <= 8'b00001000;
    end      
    else if (col <59) begin   
      r_leds <= 8'b00000100;
    end    
    else if (col <69) begin
      r_leds <= 8'b00000010;
    end      
    else begin
      r_leds <= 8'b00000001;     
    end     
  end
end
always @ (posedge clk, posedge rst) 
begin
  if (rst) begin  
    for(i=0;i<=79;i=i+1) begin
      histograma[i] <= 0;      
    end
  end 
  else if (end_pxl_cnt) begin
    for(i=0;i<=79;i=i+1) begin
      histograma[i] <= 0;      
    end
  end
  else begin
    if (orig_pxl[c_msb_red]) begin 
      histograma[px_pos] <= histograma[px_pos] + 1;
    end
  end
end
  assign tmpw = (prev_high < histograma[px_pos])? 1'b1 : 1'b0;
  always @ (posedge clk, posedge rst) 
  begin
    if (rst) begin   
      prev_high <=0;
      col <=0;
    end      
    else if(tmpw) begin
        prev_high <= histograma[px_pos];
        col <= px_pos;
     end 
  end
  assign leds = r_leds;
  always @ (orig_pxl, rgbfilter)  
  begin
    case (rgbfilter)
      3'b000:  
        proc_pxl <= orig_pxl;
      3'b100: begin  
        if (orig_pxl[c_msb_red])
          proc_pxl <= orig_pxl;
        else
          proc_pxl <= BLACK_PXL;
      end
      3'b010: begin  
        if (orig_pxl[c_msb_green])
          proc_pxl <= orig_pxl;
        else
          proc_pxl <= BLACK_PXL;
      end
      3'b001: begin  
        if (orig_pxl[c_msb_blue])
          proc_pxl <= orig_pxl;
        else
          proc_pxl <= BLACK_PXL;
      end
      3'b110: begin  
        if (orig_pxl[c_msb_red] & orig_pxl[c_msb_green])
          proc_pxl <= orig_pxl;
        else
          proc_pxl <= BLACK_PXL;
      end
      3'b101: begin  
        if (orig_pxl[c_msb_red] & orig_pxl[c_msb_blue])
          proc_pxl <= orig_pxl;
        else
          proc_pxl <= BLACK_PXL;
      end
      3'b011: begin  
        if (orig_pxl[c_msb_green] & orig_pxl[c_msb_blue])
          proc_pxl <= orig_pxl;
        else
          proc_pxl <= BLACK_PXL;
      end
      3'b111: begin  
        if (orig_pxl[c_msb_red] & orig_pxl[c_msb_green] & orig_pxl[c_msb_blue])
          proc_pxl <= orig_pxl;
        else
          proc_pxl <= BLACK_PXL;
      end
    endcase
  end
endmodule
```
**./run.sh**
```bash
#!/bin/bash
# OpenROAD 26Q1-2900-gdf79404cd8, Yosys 0.63+post, stock flow scripts
make -C /OpenROAD-flow-scripts/flow DESIGN_CONFIG=/design/flow/config.mk WORK_HOME=/design/flow/orfs finish
```
==> out/metrics.csv <==
metric;value;unit
yosysWarningCount;2;
timing.max_slew.rel_slack;0.154;
openroad_warning_count;35;
whs_path_depth;0;
logic_area;0.0121;mm²
post_synthesis_instance_area;0.0279;mm²
cts_tree;yes;
power.leakage;13.6;nW
chipArea;0.0567;mm²
synth.mux.area_fraction;0.0770;
fmax;0.156;GHz
synth-xor-area-share;0.0144;
timing.max_cap.violations;0;
critical_path_required;9670;ps
power.density;174;mW/mm²
tightest_slew;1260;ps
wire_length_of_the_first_global_routing_pass;159000;µm
fillerInstances;4629;
min_to;cnt_pxl_proc[5];
globalRouteTotalUtil;0.403;
insertion_delay;660;ps
worst_clock_skew;35.0;ps
floorplan.die.height;238;µm
nature_of_the_critical_path_endpoint;register;
hp_class;reg2reg;
run_status;finished clean;
synth.top_cell.area_share;0.526;
clkSinkCount;585;
final_cell_area;0.0311;mm²
antenna_found_initial;3;
crit-reg2reg-launch;px_pos[2];
clock_tree.root_cell;clkbuf_16;
place_ws;2990;ps
setup_viol_count_final;0;
gr-total-overflow;0;
min-delay-start;cnt_pxl[5];
grt_setup_unrepaired;no;
enable_flop_cells;0;
asyncSetResetFlopFracSynth;1.00;
drt-vias-per-instance;6.76;
io_buffer_count;63;
cts_max_path_buffers;3;
vias_in_the_first_global_route;22800;
and_or_nand_nor_area_frac;0.146;
cts_repair_resize_count;0;
drive_above_1_share;0.0947;
dp.final_hpwl;68700;µm
r2r_end;histograma[18][2];
gp_congestion;1.08;
core-area;0.0551;mm²
yosys_register_bits;585;
initial_utilization;0.506;
layout_min_cycle_time;6410;ps
grt_start_max_net_pins;116;
vdd.ir_drop.worst;0.000153;V
htreeDepth;2;
drt-wirelength-per-cell;30.7;µm
yosys.area_share.adder;0.00494;
vias;23400;
synth.yosys.chip_area;0.0279;mm²
core.rowCount;86;
drt_first_pass_iters;8;
register_clock_pin_slew_on_the_reported_worst_setup_and_hold_paths;60;ps
ys_top_logic_family;AND-OR/OR-AND gates;
setup_ws;2690;ps
postSynthCellCount;2759;
timing.reg2reg.worst_path_depth;13;
post_cts_hold_buffer_count;0;
post-cts-setup-buffers;0;
crit_type;reg2reg;
synth.yosys.seq_area_share;0.526;
cts_buffers;61;
postSynthAreaPerCell;10.1;µm²
post-synth-top-area-cell;dfrtp_1;
yosys-stat-cells;2759;
setup.worst_path.start_class;register;
utilization;0.564;
area_leaders;dfrtp_1 53%, mux2i_1 6.0%, nor2_1 4.5%, a21oi_1 4.3%, o21ai_0 4.3%;
crit_fanout;67;
dpl-instance-area;0.0290;mm²
cp.arrival;6980;ps
synthFlopType;dfrtp_1;
drt-initial-drc-count;2270;
floorplan.die.width;238;µm
finalPower;0.00540;W
ioPinCount;64;
synth.distinct_cells;77;
aggregate_routed_wire_length;107000;µm
worst-r2r-setup-slack;2690;ps
fin_crit_sh;0.705;
syn2layout_area_growth;11.5;%
seq_area;0.0146;mm²
drc;0;
route.antenna.remaining_nets;0;
finalHoldViolCount;0;
compound_share_synth;0.186;
slew_viol_final;0;
[worst max-delay path by stage]
stage | from | to
6_report | px_pos[2] | histograma[18][2]
5_1_grt | px_pos[2] | histograma[64][2]
4_1_cts | px_pos[3] | histograma[64][2]
[cells in the mapped netlist (7+ instances only)]
master    instances
a211oi_1        111
a21oi_1         239
a222oi_1          9
a22o_1           16
a22oi_1          85
a31oi_1          11
a32o_1            7
a32oi_1          62
and2_1           34
and3_1           97
and4_1           11
buf_1             8
buf_2            40
buf_4            14
clkbuf_1        225
dfrtp_1         585
ha_1             11
inv_1            12
mux2_2           43
mux2i_1         166
nand2_1          40
nand2b_1         11
nand3_1          84
nand4_1          55
nand4b_1          8
nor2_1          332
nor2b_1          13
nor3_1           23
nor4_1           24
o21ai_0         237
or3_1             7
xnor2_1          26
xor2_1           16
[worst max-delay path, stage by stage, from the launching register on]
cell and delay, ps:
dfrtp_2 360, buf_4 560, nand2b_1 870, nor2_1 380, a32oi_1 730, nand4_1 160
or4b_1 650, o41ai_2 660, inv_1 190, ha_4 210, xnor2_2 700, buf_12 440
mux2i_1 170, nor2_1 130
[cells in the final DEF, fill, tap and decap left out, drive strengths merged, types with 74 or more instances in the layout]
cell type and count:
a211oi 111, a21oi 239, a22oi 85, and3 97, buf 74, clkbuf 91
dfrtp 585, mux2i 166, nand3 85, nor2 333, o21ai 238
[metrics by stage]
stage | instances | setup TNS (ps) | hold slack [ps]
6_report | 3465 | 0 | 450
2_1_floorplan | 2759 | -405650 | 374
5_1_grt | 3462 | 0 | 461
4_1_cts | 3462 | 0 | 447
3_3_place_gp | 3351 | 0 | 426
3_5_place_dp | 3351 | 0 | 423
[where the power goes]
group / switching, W / internal, W / leakage [nW]
clock: 0.00107 / 0.00153 / 1.01
combinational: 0.0000868 / 0.0000438 / 4.70
sequential: 0.0000281 / 0.00265 / 7.85
total: 0.00119 / 0.00422 / 13.6
[flip-flops by register name, summed over array words and instances (netlist names)]
signal / count
prev_high: 6
px_pos: 32
r_leds: 8
col: 32
cnt_pxl_proc: 13
histograma: 480
proc_we: 1
cnt_pxl: 13
[kinds of logic after synthesis]
group           after synthesis
compound gates              817
mux                         209
simple gates                787
other cells                   1
fa+ha+maj                    11
buf+inv                     305
flops                       585
xor+xnor                     44
[layer usage]
metal / part of all wire / track usage / vias to the layer above
met5: 0.0010 / 0.0121 / -
met4: 0.071 / 0.213 / 4
met3: 0.13 / 0.176 / 368
met2: 0.42 / 0.536 / 1482
met1: 0.38 / 0.576 / 11600
li1: - / - / 9955
[layout make-up]
cell class                      instances  area share
Antenna cell                            3    0.000242
Clock inverter                         20     0.00979
Multi-Input combinational cell       1869       0.391
Inverter                               13     0.00169
Clock buffer                           91      0.0566
Sequential cell                       585       0.471
Tap cell                              748      0.0301
Timing Repair Buffer                  136      0.0394
Power figures rest on the tool's default switching activity, not on a simulated workload.
