[./constraint.sdc]
current_design px_calc

set clk_period 10.9
set clk_io_pct 0.2

create_clock -name clk0 -period $clk_period [get_ports {clk}]

set non_clock_inputs [all_inputs -no_clocks]
set_input_delay [expr $clk_period * $clk_io_pct] -clock clk0 $non_clock_inputs
set_output_delay [expr $clk_period * $clk_io_pct] -clock clk0 [all_outputs]
[./run.sh]
#!/bin/bash
# OpenROAD 26Q1-2900-gdf79404cd8, Yosys 0.63+post, stock flow scripts
make -C /OpenROAD-flow-scripts/flow DESIGN_CONFIG=/design/flow/config.mk WORK_HOME=/design/flow/orfs finish
[./config.mk]
export PLATFORM = sky130hd
export DESIGN_NAME = px_calc
export DESIGN_NICKNAME = px_calc
export VERILOG_FILES = /design/flow/design.v
export SDC_FILE = /design/flow/constraint.sdc
export NUM_CORES = 4
export LEC_CHECK = 1
export CORE_UTILIZATION = 50
[./design.v]
module px_calc
  # (parameter
      c_img_cols    = 80,  
      c_img_rows    = 60,  
      c_img_pxls    = c_img_cols * c_img_rows,
      c_nb_img_pxls =  13,   
    c_nb_buf_red   =  4,   
    c_nb_buf_green =  4,   
    c_nb_buf_blue  =  4,   
    c_nb_buf       =   c_nb_buf_red + c_nb_buf_green + c_nb_buf_blue,
    c_msb_blue  = c_nb_buf_blue-1,
    c_msb_red   = c_nb_buf-1,
    c_msb_green = c_msb_blue + c_nb_buf_green
  )
  (
    input          rst,        
    input          clk,        
    input  [2:0]   rgbfilter,  
    input [c_nb_img_pxls-1:0] proc_addr,  
    input [c_nb_buf-1:0]  orig_pxl,  
    output [7:0] leds
  );
  reg [7:0] r_leds;
  wire end_pxl_cnt;
  wire end_ln;
  wire tmpw;
  reg [5:0] histograma [79:0];
  integer col;
  integer prev_high;
  integer i; 
  integer px_pos;
  integer tmp;
  assign end_pxl_cnt = (proc_addr == c_img_pxls-1) ? 1'b1 : 1'b0;
  assign end_ln = (px_pos == c_img_cols-1)? 1'b1 : 1'b0;
always @ (posedge clk, posedge rst) 
  begin
    if (rst) begin   
      px_pos <=0;
    end 
    else if (end_ln) begin
      px_pos <= 0;
    end
    else begin
      px_pos <= px_pos +1;
    end 
end
always @ (posedge clk, posedge rst) 
begin
  if (rst) begin   
    r_leds <= 8'b00000000; 
  end
  else begin
    if (col < 9) begin
      r_leds <= 8'b10000000;
    end
    else if (col <19) begin
      r_leds <= 8'b01000000;
    end      
    else if (col <29) begin
      r_leds <= 8'b00100000;
    end
    else if (col <39) begin
      r_leds <= 8'b00010000;
    end      
    else if (col <49) begin
      r_leds <= 8'b00001000;
    end      
    else if (col <59) begin   
      r_leds <= 8'b00000100;
    end    
    else if (col <69) begin
      r_leds <= 8'b00000010;
    end      
    else begin
      r_leds <= 8'b00000001;     
    end     
  end
end
always @ (posedge clk, posedge rst) 
begin
  if (rst) begin  
    for(i=0;i<=79;i=i+1) begin
      histograma[i] <= 0;      
    end
  end 
  else if (end_pxl_cnt) begin
    for(i=0;i<=79;i=i+1) begin
      histograma[i] <= 0;      
    end
  end
  else begin
   case (rgbfilter)
      3'b000:  
        histograma[px_pos] <= histograma[px_pos] + 1;
      3'b100: begin  
        if (orig_pxl[c_msb_red])
          histograma[px_pos] <= histograma[px_pos] + 1;
      end
      3'b010: begin  
        if (orig_pxl[c_msb_green])
          histograma[px_pos] <= histograma[px_pos] + 1;
      end
      3'b001: begin  
        if (orig_pxl[c_msb_blue])
          histograma[px_pos] <= histograma[px_pos] + 1;
      end
      3'b110: begin  
        if (orig_pxl[c_msb_red] & orig_pxl[c_msb_green])
          histograma[px_pos] <= histograma[px_pos] + 1;
      end
      3'b101: begin  
        if (orig_pxl[c_msb_red] & orig_pxl[c_msb_blue])
          histograma[px_pos] <= histograma[px_pos] + 1;
      end
      3'b011: begin  
        if (orig_pxl[c_msb_green] & orig_pxl[c_msb_blue])
          histograma[px_pos] <= histograma[px_pos] + 1;
      end
      3'b111: begin  
        if (orig_pxl[c_msb_red] & orig_pxl[c_msb_green] & orig_pxl[c_msb_blue])
          histograma[px_pos] <= histograma[px_pos] + 1;
      end
    endcase
  end
end
  assign tmpw = (prev_high < histograma[px_pos])? 1'b1 : 1'b0;
  always @ (posedge clk, posedge rst) 
  begin
    if (rst) begin   
      prev_high <=0;
      col <=0;
    end      
    else if(tmpw) begin
        prev_high <= histograma[px_pos];
        col <= px_pos;
     end 
  end
  assign leds = r_leds;
endmodule
==> run notes <==
Results of the full flow below.

Logic synthesis:
- The run puts the tally of unique sky130hd cells used after synthesis at 78.
- After synthesis, the design contains ~2800 cells according to Yosys.
- The run gives the mean instance size in the synthesized netlist as just under 10 um^2.
- Looking at the cell usage after synthesis, the top flip-flop cell is sky130_fd_sc_hd__dfrtp_1.
- The run gives the async set or reset register ratio after synthesis as 1.000.
- The run gives the register bit total from synthesis as between 500 and 600.
- The run puts the post-synthesis chip area from yosys at between 20000 and 30000 um^2.
- The share of the Yosys chip area taken by registers is 0.5097.
- The run puts the number of warnings printed during yosys synthesis at 2.
- The post-synth count of flops with an enable pin is 0.
- Synthesis handed over a netlist of between 2000 and 3000 instances.
- The run gives the cell area after synthesis as ~27000 um^2.

Final timing:
- The most critical hold endpoint after final layout shows a slack of between 400 and 500 ps.
- After layout, the minimum clock period comes to just under 7000 ps.
- Setup repair after global routing left no endpoint under its margin.
- The run gives the final-layout setup total negative slack as 0 ps.
- For the pin with the worst max-slew slack, the measured transition is approximately 1200 ps.
- Per the finish-stage timing summary, setup violations number 0.
- The final timing summary puts the cycle share of the worst path at 0.6296.
- The final hold violation count recorded for this run is 0.
- The run puts the headroom to the max-slew limit at 0.2101.
- The run gives the worst clock skew as 29.08 ps.
- The run puts the number of max-slew violations in the final report at 0.
- The run puts the highest clock rate at around 150 MHz.

GRT:
- The run gives the total global routing track utilization as 0.4307.
- The run puts the via count of the first global-routing pass at roughly 23000.
- The run puts the largest net degree at the start of global routing at between 100 and 150.
- The first global-routing pass estimated ~160000 um of wire.
- The run puts the total grt overflow at 0.
- The run gives the initial antenna violation count as 3.

Final layout:
- The layout summary lists the proportion of cells stronger than drive strength 1 as 0.1144.
- The run puts the layout-stage area growth over the synthesis result at 11.00%.
- Summing all non-filler instances in the final layout gives an area of approximately 30000 um^2.
- The run puts the number of fill cells in the layout at between 4000 and 5000.
- The count of cells in the finished layout, fillers not included, comes to roughly 3500.

Pwr:
- The script computed the net switching share of total power as 0.2418.
- The script extracted a total leakage power of approximately 0.013 uW.
- The run gives the internal power consumption as 3437 uW.
- The share of total power dissipated in the clock network is 0.450.
- The run gives the relative contribution of sequential cells to total power as 0.486.
- The run gives the part of the power in combinational logic as 0.064.
- The run puts the sum of internal, switching and leakage power at about 4500 uW.
- The run puts the maximum VDD drop at 0.0001307 V.
- The run puts the switching power of the nets at 1096 uW.
- The run puts the ratio of total power to cell area at ~150 nW/um^2.

CTS:
- The run gives the number of buffers inserted by post-CTS setup repair as 0.
- TritonCTS built the clock tree.
- The run gives the clock network latency to the later pin of the worst-skew pair as around 660 ps.
- Clock tree synthesis inserted a total of ~60 buffers.
- The run gives the cts-stage hold buffer count as 0.
- The run gives the clock-pin slew of the registers on the worst-case setup and hold paths as 60 ps.
- Looking at the clock tree report, the root buffer type is sky130_fd_sc_hd__clkbuf_16.
- CTS built an H-tree with a depth of 2.
- The run gives the post-cts gate resize count as 0.
- Looking at the clock tree report, the maximum root-to-sink buffer count equals 3.
- The run gives the number of clock sinks as 558.

Drt:
- The run gives the total DRC errors in the routed layout as 0.
- The run gives the average wire per cell in the routed design as between 30 and 40 um.
- The run puts the number of routed nets with antenna violations at 0.
- The run puts the overall routed net length at about 110000 um.
- In this run, the number of DRC markers left after iteration 0 of detailed routing was around 2600.
- Across all layers, the routed design uses around 24000 vias.
- The pre-antenna-repair detailed-routing pass consisted of 6 iterations.
- The run puts the number of vias per cell after detailed routing at a little under 7.

Critical path:
- The run gives the maximum fanout encountered on the critical timing path as 46.
- The run puts the required time of the critical path at approximately 11000 ps.
- The worst setup path is launched from a register.
- The run gives the kind of end point of the critical path as a register.
- For the worst flop-to-flop path, the logic depth is 14.
- The critical path in this run is classified as register to register.
- The run gives the critical path arrival as between 7000 and 8000 ps.

Run:
- The run puts the number of warnings in the stage logs at around 43.
- The run puts the number of maximum-capacitance violations at 0.

Place:
- The run puts the cell area after placement at 28460 um^2.
- The congestion estimate from routability-driven global placement came to 1.069.
- The run puts the detailed placement HPWL at around 74000 um.
- The run puts the number of placed instances with taps included at 3395.
- The run puts the number of port buffers at 28.

Floorplanning:
- The run puts the total die size at approximately 56000 um^2.
- The run puts the vertical die dimension at 236.1 um.
- The run puts the horizontal die dimension at approximately 240 um.
- The run puts the area of the core at roughly 54000 um^2.
- The run gives the core utilization before placement as 0.5071.
- In this run the count of I/O pins placed on the die edge is 38.
- The run puts the cell row count at roughly 85.

Status:
- The run finished with clean final reports.

Min path:
- The run gives the path class of the lowest-slack min-delay path as register to register.
- The worst hold path passes through 2 cells.
==> flip-flops by register name, indices dropped and copies added, names as in the netlist <==
signal	cells
r_leds	8
col	32
px_pos	32
prev_high	6
histograma	480
==> metrics by stage <==
step                utilization  setup WS [ps]
floorplan                     -           1124
detailed placement       0.5268           4342
CTS                      0.5626           4312
finish                   0.5629           4038
global route             0.5626           3941
global placement         0.5268           4334
==> power by group through the flow <==
stage / registers, uW / logic [uW] / clock network, uW
4_1_cts: 2200 / 290 / 2050
6_report: 2200 / 289 / 2040
5_1_grt: 2210 / 323 / 2140
==> synthesized netlist by cell type, types with 34 or more instances <==
cell / count / share of area
sky130_fd_sc_hd__dfrtp_1: 558 / 0.51
sky130_fd_sc_hd__nor2_1: 199 / 0.027
sky130_fd_sc_hd__a32oi_1: 72 / 0.023
sky130_fd_sc_hd__a22oi_1: 50 / 0.014
sky130_fd_sc_hd__mux2_2: 68 / 0.028
sky130_fd_sc_hd__buf_2: 59 / 0.011
sky130_fd_sc_hd__and3_1: 96 / 0.022
sky130_fd_sc_hd__nand4_1: 47 / 0.011
sky130_fd_sc_hd__mux2i_1: 96 / 0.035
sky130_fd_sc_hd__o31ai_1: 39 / 0.011
sky130_fd_sc_hd__and2_1: 34 / 0.0078
sky130_fd_sc_hd__nand2_1: 332 / 0.045
sky130_fd_sc_hd__o21ai_0: 183 / 0.033
sky130_fd_sc_hd__nor3_1: 39 / 0.0071
sky130_fd_sc_hd__a31oi_1: 87 / 0.020
sky130_fd_sc_hd__a21oi_1: 168 / 0.031
sky130_fd_sc_hd__nand3_1: 166 / 0.030
sky130_fd_sc_hd__clkbuf_1: 200 / 0.027
==> cells in the final DEF (no fill, tap or decap), drive strengths merged, types with 45 or more instances in the layout <==
cell	synthesis	routed
dfrtp	558	558
nand2	332	332
o21ai	211	211
nor2	199	199
a21oi	168	168
nand3	166	166
buf	83	110
mux2i	96	96
and3	96	96
clkbuf	200	93
a31oi	87	87
mux2	83	83
a32oi	72	72
a22oi	50	50
nand4	47	47
and2	45	45
==> worst paths after layout <==
path	start	to	slack [ps]
max in group asynchronous	rst	histograma[34][3]$_DFFE_PP0P_	7060
setup / recovery	px_pos[3]$_DFF_PP0_	histograma[55][3]$_DFFE_PP0P_	4040
hold / removal	histograma[33][4]$_DFFE_PP0P_	histograma[33][4]$_DFFE_PP0P_	480
min in group asynchronous	rst	histograma[17][2]$_DFFE_PP0P_	1970
hold reg to reg	histograma[33][4]$_DFFE_PP0P_	histograma[33][4]$_DFFE_PP0P_	480
setup reg to reg	px_pos[3]$_DFF_PP0_	histograma[55][3]$_DFFE_PP0P_	4040
==> cells by family after synthesis <==
family                   Yosys count  synth area share
buffers and inverters            304           0.04832
AND-OR/OR-AND                    723            0.1693
AND/OR/NAND/NOR                 1034            0.1854
multiplexers                     183           0.07248
flip-flops                       558            0.5097
adder cells (fa/ha/maj)           10          0.004567
XOR/XNOR                          32           0.01023
==> metal layers <==
layer / up-vias / GRT usage / share of wire
met3: 320 / 0.2138 / 0.14
met5: - / 0 / 0.00031
met4: 4 / 0.2153 / 0.064
li1: 10197 / - / -
met1: 12058 / 0.6124 / 0.38
met2: 1424 / 0.5629 / 0.41
==> critical path, stage by stage, from the launching register on <==
cell and delay, ps:
sky130_fd_sc_hd__dfrtp_2 750, sky130_fd_sc_hd__buf_4 580, sky130_fd_sc_hd__or2_2 450, sky130_fd_sc_hd__nor2_1 180, sky130_fd_sc_hd__buf_4 190, sky130_fd_sc_hd__a32oi_1 440
sky130_fd_sc_hd__nand4_1 440, sky130_fd_sc_hd__or4_1 810, sky130_fd_sc_hd__a2111oi_4 450, sky130_fd_sc_hd__buf_4 610, sky130_fd_sc_hd__nor3_4 160, sky130_fd_sc_hd__xor2_4 180
sky130_fd_sc_hd__buf_4 600, sky130_fd_sc_hd__buf_4 570, sky130_fd_sc_hd__a21oi_1 140
==> layout make-up <==
cell class | instances | area [um^2] | area share
Antenna cell | 5 | 12.51 | 0.0004115
Tap cell | 696 | 870.8 | 0.02864
Sequential cell | 558 | 13970 | 0.4593
Inverter | 21 | 82.58 | 0.002716
Multi-Input combinational cell | 1982 | 12400 | 0.4077
Timing Repair Buffer | 138 | 1144 | 0.03761
Clock buffer | 93 | 1787 | 0.05876
Clock inverter | 14 | 147.6 | 0.004855
Power figures rest on the tool's default switching activity, not on a simulated workload.
